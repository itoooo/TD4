**/design/flow/design.v**
```verilog
module TD4(input logic refclk,
           input logic reset,
			  input logic [3:0] d,
			  output logic [7:0] led);
  logic [3:0] load;
  logic [1:0] select;
  logic [3:0] alu_out;
  logic [3:0][3:0] mux_in;
  logic [3:0] alu_in;
  logic [3:0] im;
  logic [3:0] prog_count;
  logic [7:0] instruction;
  logic [3:0] register_c_output;
  logic clk;
  clock_generator inner_clock(refclk, reset, clk);
  assign led[7:4] = prog_count;
  rom program_memory(prog_count, instruction);
  four_bit_register register_a(alu_out, clk, load[0], mux_in[0]);
  four_bit_register register_b(alu_out, clk, load[1], mux_in[1]);
  four_bit_register register_c(alu_out, clk, load[2], register_c_output);
  assign led[3:0] = register_c_output;
  counter program_counter(alu_out, clk, load[3], reset, prog_count);
  my_mux41 selecter(mux_in, select, alu_in);
  logic c;
  four_bit_full_adder full_adder(alu_in, im, alu_out, c);
  logic c_flg;
  one_bit_register carry_flg(c, clk, c_flg);
  logic [3:0] op;
  assign op[3:0] = instruction[7:4];
  assign im[3:0] = instruction[3:0];
  op_decoder op_decoder1(op, c_flg, select[0], select[1], load);
endmodule
module clock_generator(input logic refclk, input logic reset, output logic clk);
  logic [31:0] underclock_th = 31'd50_000_000;
  logic [31:0] count = 0;
  always @ (posedge refclk, negedge reset)
    if (~reset)
	   count = 0;
	 else if (underclock_th < count)
	   begin clk <= 1; count <= 0; end
    else
	   begin
	     clk <= 0;
		  count <= count + 1;
		end
endmodule
module counter(input logic [3:0] d, input logic clk, input logic ld, input logic reset,
               output logic [3:0] q);
	always @ (posedge clk)
	 if (~reset)
	   q <= 0;
    else if (~ld)
	   q <= d;
	 else begin
		q <= q + 1;
	 end
endmodule
module four_bit_full_adder(input logic [3:0] a, b,
                           output logic [3:0] s,
									output logic c);
	logic cin0, cin1, cin2, cin3;
	full_adder full_adder1(cin0, a[0], b[0], s[0], cin1);
	full_adder full_adder2(cin1, a[1], b[1], s[1], cin2);
	full_adder full_adder3(cin2, a[2], b[2], s[2], cin3);
	full_adder full_adder4(cin3, a[3], b[3], s[3], c);
endmodule
module four_bit_register(input logic [3:0] data,
                         input logic clk,
								 input logic ld,
                         output logic [3:0] q);
  logic [3:0] d;
  always_ff @ (posedge clk) begin
    if (~ld)  
		d <= data;
	 q <= d;
  end
endmodule
module full_adder(input logic cin, a, b,
                  output logic s, c);
	assign s = (~cin & ~a & b) |
	           (~cin & a & ~b) |
				  (cin & ~a & ~b) |
				  (cin & a & b);
	assign c = (~cin & a & b) |
	           (cin & ~a & b) |
				  (cin & a & ~b) |
				  (cin & a & b);
endmodule
module my_mux41(input logic [3:0][3:0] c,
             input logic [1:0] sel,
             output logic [3:0] y);
  always_comb
    case (sel)
      0: y = c[0];
      1: y = c[1];
      2: y = c[2];
      3: y = c[3];
      default: y = 'x;
    endcase
endmodule
module one_bit_register(input logic d, clk,
                        output logic q);
	always_ff @ (posedge clk)
	  q <= d;
endmodule
module op_decoder(input logic [3:0] op, input logic c_flg,
                  output logic select_a, select_b, output logic [3:0] load);
	assign select_a = op[0] | op[3];
	assign select_b = op[1];
	assign load[0] = op[2] | op[3];
	assign load[1] = ~op[2] | op[3];
	assign load[2] = ~(~op[2] & op[3]);
	assign load[3] = ~op[2] | ~op[3] | (~op[0] & c_flg);
endmodule
module rom (input logic [3:0] addr, output logic [7:0] d);
  logic [15:0][7:0] matrix;
  initial
    begin
      matrix[0] = 8'b10110111;
      matrix[1] = 8'b00000001;
      matrix[2] = 8'b11100001;
      matrix[3] = 8'b00000001;
      matrix[4] = 8'b11100011;
      matrix[6] = 8'b00000001;
      matrix[7] = 8'b11100110;
      matrix[5] = 8'b10110110;
      matrix[8] = 8'b00000001;
      matrix[9] = 8'b11101000;
      matrix[10] = 8'b10110000;
      matrix[11] = 8'b10110100;
      matrix[12] = 8'b00000001;
      matrix[13] = 8'b11101010;
      matrix[14] = 8'b10111000;
      matrix[15] = 8'b11111111;
    end
  always_comb
    d <= matrix[addr];
endmodule
```
**/design/flow/run.sh**
```bash
#!/bin/bash
# OpenROAD 26Q1-2900-gdf79404cd8, Yosys 0.63+post, stock flow scripts
make -C /OpenROAD-flow-scripts/flow DESIGN_CONFIG=/design/flow/config.mk WORK_HOME=/design/flow/orfs finish
```
**/design/flow/config.mk**
```make
export PLATFORM = sky130hd
export DESIGN_NAME = TD4
export DESIGN_NICKNAME = TD4
export VERILOG_FILES = /design/flow/design.v
export SDC_FILE = /design/flow/constraint.sdc
export NUM_CORES = 4
export LEC_CHECK = 1
export CORE_UTILIZATION = 30
```
**/design/flow/constraint.sdc**
```tcl
current_design TD4

set clk_period 3.9
set clk_io_pct 0.2

create_clock -name clk0 -period $clk_period [get_ports {refclk}]

set non_clock_inputs [all_inputs -no_clocks]
set_input_delay [expr $clk_period * $clk_io_pct] -clock clk0 $non_clock_inputs
set_output_delay [expr $clk_period * $clk_io_pct] -clock clk0 [all_outputs]
```
==> impl_metrics.py <==
# Auto-generated metrics
metrics = {
    "job": {
        "tool_warnings": 35,
        "maxCapViolations": 0,
    },
    "final_layout": {
        "drive_gt1_share_pct": 19.2,
        "register_area_um2": 1380,
        "logic_area_um2": 1320,
        "syn_to_final_growth_pct": 9.75,
        "nFillCells": 890,
    },
    "pwr": {
        "peakVddDrop_uv": 206,
        "p_leak_nw": 1.11,
        "p_per_area_nw_per_um2": 207,
    },
    "clock_tree": {
        "htree_levels": 2,
        "ctsHoldBuffers": 0,
        "path_clk_slew_ns": 0.07,
        "post_cts_resized": 0,
        "cts_buffers": 5,
        "cts_tree": "done",
        "clock_path_buffers": 2,
        "clk_latency_ns": 0.28,
        "clockRootBuffer": "clkbuf_8",
        "postCtsSetupRepairBufs": 0,
    },
    "yosys": {
        "ys_types": 51,
        "yosys_warnings": 15,
        "numSynthFlops": 56,
        "ys_area_um2": 2790,
        "syn_inst": 235,
        "syn_area_um2": 2790,
        "syn_area_per_cell_um2": 11.9,
        "ys_async_sr_fraction_pct": 57.1,
        "synthFlopType": "dfrtp_1",
        "synth_seq_share_pct": 49.6,
        "edf_count": 10,
        "ys_cells": 235,
    },
    "global_routing": {
        "grt_max_degree": 41,
        "grt.overflow.total": 0,
        "antenna_found_initial": 0,
        "grtUsageTotal_pct": 10.7,
        "grt_pass1_wl_um": 8330,
        "grt_pass1_vias": 1697,
    },
    "die": {
        "rows": 34,
        "core-area_um2": 8850,
        "initial_utilization_pct": 31.5,
        "die_y_um": 98.4,
        "top_level_ports": 14,
        "die_w_um": 98.4,
        "die-area_um2": 9670,
    },
    "routing": {
        "wl_per_cell_um": 12.9,
        "wirelength_um": 4610,
        "drcViolationCount": 0,
        "num_vias": 1797,
        "drt-vias-per-instance": 5.02,
        "drtPass1Iterations": 4,
        "drt_iter0_drc": 68,
        "n_antenna_cell": 0,
        "ant_nets": 0,
    },
    "timing": {
        "whs_ns": 0.538,
        "max_slew.worst_pin.slew_ns": 0.765,
        "hold_violations": 0,
        "period_used_pct": 64.3,
        "untimed_endpoints": 39,
        "finalCriticalPeriod_ns": 2.51,
        "unclocked_pins": 23,
        "rsz0062_at_grt": "false",
        "max-slew-margin-rel_pct": 49.0,
        "final_max_slew_viol_count": 0,
        "finalClockSkew_ns": 0.0102,
        "fmax_ghz": 0.399,
        "fin_setup_tns_ns": 0,
        "finalSetupViolCount": 0,
    },
    "critical_path": {
        "required_ns": 3.93,
        "cp-end-kind": "register",
        "critPathMaxFanout": 17,
        "worstSetupPathType": "reg -> reg",
        "start_kind": "register",
        "arrival_ns": 2.54,
    },
    "placement": {
        "io_buffers": 8,
        "dp_hpwl_um": 3060,
        "gp_congestion": 0.823,
    },
    "min_path": {
        "hold_path.class": "in -> async",
    },
    "status": {
        "status": "completed",
    },
}
[cell usage in the layout, fill, tap and decap left out, types with 3 or more instances in the layout]
cell type	Yosys	routed
and3_1	5	5
dfxtp_1	14	14
nor3_2	12	12
clkbuf_8	0	5
conb_1	1	7
o31ai_1	9	9
mux2_2	4	4
a211oi_1	6	6
nor2_1	5	5
dfrtp_1	32	32
or4_1	8	8
clkdlybuf4s50_1	0	7
buf_4	3	3
inv_1	11	11
xor2_1	10	10
nand2_1	15	15
edfxtp_1	10	10
nand3_1	11	11
o21ai_0	5	5
and2_1	3	3
mux2i_1	4	4
ha_1	10	10
nand4_1	5	5
a211oi_2	8	8
or3_1	5	5
[registers in the layout, indices dropped and copies added (netlist names)]
name,count
register_b.d,3
register_c.d,3
register_a.q,3
program_counter.q,4
inner_clock.clk,1
carry_flg.q,1
register_c.q,3
register_b.q,3
register_a.d,3
inner_clock.count,32
[through the flow]
stage	utilization (%)	setup WS [ns]	std cells	area, um^2	total power [mW]
after CTS	34.5	1.39	358	3060	0.646
after floorplan	-	1.84	241	2810	0.382
after global routing	34.5	1.27	358	3060	0.663
final	34.5	1.39	358	3060	0.633
after global placement	33.6	1.40	350	2970	0.396
after detailed placement	33.6	1.40	350	2970	0.396
[final timing paths]
| check | start | endpoint | slack, ns | depth (start not counted) |
|---|---|---|---|---|
| worst min register to register | inner_clock.count[0] | inner_clock.count[0] | 0.54 | 1 |
| min in group clk0 | inner_clock.count[0] | inner_clock.count[0] | 0.54 | 1 |
| worst max-delay path | inner_clock.count[0] | inner_clock.clk | 1.39 | 7 |
| worst min-delay path | reset | inner_clock.count[24] | 0.54 | 2 |
| worst max register to register | inner_clock.count[0] | inner_clock.clk | 1.39 | 7 |
| max in group asynchronous | reset | inner_clock.count[29] | 3.02 | 2 |
[layout make-up]
cell class                      instances  area share (%)
Clock inverter                          2           0.327
Multi-Input combinational cell        164            43.1
Inverter                               11            1.35
Clock buffer                            6            2.37
Tap cell                              108            4.42
Timing Repair Buffer                   11            3.19
Sequential cell                        56            45.2
[critical path, stage by stage (launching register included)]
cell      delay [ns]
dfrtp_1         0.43
inv_1           0.08
ha_1            0.13
or4b_4          0.46
o311ai_4        0.27
a311oi_4        0.27
buf_4           0.32
or2_2           0.29
[synthesized netlist by cell type, drive strengths merged (2+ instances only)]
cell,n,share of area (%)
a211oi,14,5.2
a31oi,2,0.45
and2,4,0.94
and3,6,1.4
and4,3,1.1
buf,7,2.0
clkbuf,3,0.40
dfrtp,32,29
dfxtp,14,10
edfxtp,10,11
fa,2,1.4
ha,10,4.5
inv,11,1.5
mux2,4,1.6
mux2i,4,1.4
nand2,16,2.2
nand3,11,2.0
nand4,6,1.6
nor2,5,0.67
nor3,14,4.7
nor3b,2,0.54
o21ai,5,0.90
o31ai,9,2.4
or2,2,0.45
or3,5,1.1
or4,8,2.2
xnor2,2,0.63
xor2,10,3.1
[routing by layer]
metal / track usage, % / share of wire [%]
met1: 16.6 / 50
met2: 17.2 / 46
met4: 0.918 / 1.2
met5: 0 / 0
met3: 1.45 / 2.3
[logic make-up (layout without fill, tap and decap cells)]
| group | after synthesis | after routing | synth area share [%] |
|---|---|---|---|
| buffers and inverters | 21 | 30 | 3.86 |
| AND-OR/OR-AND | 36 | 36 | 12.0 |
| adder cells (fa/ha/maj) | 12 | 12 | 5.93 |
| other | 1 | 7 | 0.135 |
| AND/OR/NAND/NOR | 88 | 88 | 20.8 |
| multiplexers | 9 | 9 | 3.86 |
| flip-flops | 56 | 56 | 49.6 |
| XOR/XNOR | 12 | 12 | 3.77 |
[report_power, final]
group	switching [mW]	internal, mW
clock	0.121	0.124
sequential	0.00385	0.360
combinational	0.0163	0.00826
total	0.141	0.492
Power figures rest on the tool's default switching activity, not on a simulated workload.
